[/design/flow/constraint.sdc]
current_design DM

set clk_period 28.6
set clk_io_pct 0.2

create_clock -name clk0 -period $clk_period [get_ports {clk}]

set non_clock_inputs [all_inputs -no_clocks]
set_input_delay [expr $clk_period * $clk_io_pct] -clock clk0 $non_clock_inputs
set_output_delay [expr $clk_period * $clk_io_pct] -clock clk0 [all_outputs]
[/design/flow/design.v]
module DM(
    output [31:0] Mrdata,
    input clk,
    input [31:0] Memaddr,
    input [31:0] Mwdata,
    input MemRead,
    input MemWrite
  );
  integer m_1=0,
          m_2=0,
          m_3=0;
  reg [7:0]DataMem[0:128 - 1];
  always @(posedge clk )
  begin	 
    if (MemWrite)
    begin
      m_1=Memaddr+1;	 
      m_2=Memaddr+2;
      m_3=Memaddr+3;
      {DataMem[Memaddr],DataMem[Memaddr+1],DataMem[Memaddr+2],DataMem[Memaddr+3]}=Mwdata;
    end
  end
  assign Mrdata=MemRead?{DataMem[Memaddr],DataMem[Memaddr+1],DataMem[Memaddr+2],DataMem[Memaddr+3]}:32'b0;
endmodule
[/design/flow/config.mk]
export PLATFORM = sky130hd
export DESIGN_NAME = DM
export DESIGN_NICKNAME = DM
export VERILOG_FILES = /design/flow/design.v
export SDC_FILE = /design/flow/constraint.sdc
export NUM_CORES = 4
export LEC_CHECK = 1
export CORE_UTILIZATION = 30
[/design/flow/run.sh]
#!/bin/bash
# OpenROAD 26Q1-2900-gdf79404cd8, Yosys 0.63+post, stock flow scripts
make -C /OpenROAD-flow-scripts/flow DESIGN_CONFIG=/design/flow/config.mk WORK_HOME=/design/flow/orfs finish
==> GITHUB_STEP_SUMMARY <==
### Yosys + OpenROAD results

| Metric | Value |
|---|---|
| Power density cells | 44.1 mW/mm2 |
| Crit. End Element | output pin |
| Post-CTS Setup Repair Bufs | 0 |
| Final setup viols | 0 |
| Critical Path Fanout Max | 54 |
| WS Path Type | primary input to output pin |
| Fillers | 33100 |
| Final Cell Area | around 0.11 mm2 |
| Gate Count Post-Synth | 9241 |
| Distinct lib cells | between 80 and 90 |
| Initial antenna violation count | roughly 86 |
| Run status | finished clean |
| Mapped Area | 0.103 mm2 |
| Dominant synthesized flop cell | edfxtp_1 |
| Max Root-Sink Buffers | 3 |
| Post-synth ARST share | 0% |
| CTS tree | yes |
| Number of CTS-inserted buffers | ~140 |
| CTS Sinks | 1024 |
| First-pass GRT wire length | about 800000 um |
| CTS hold repair buffers | 0 |
| CP Launch Type | primary input |
| Input/output buffers | around 73 |
| Worst-Margin Slew | 1450 ps |
| Std-Cell Core Area | ~0.34 mm2 |
| Worst hold path type | primary input to flip-flop |
| Vias in the first global route | about 89000 |
| Die X | about 590 um |
| Post-route ant nets | 0 |
| Final non-filler cell total | about 14000 |
| Count of pins over their slew limit | 0 |
| Unrepaired setup endpoints after global routing | false |
| Post-DP Area | between 0.1 and 0.15 mm2 |
| Die area | roughly 0.35 mm2 |
| Post-route clock period utilization | a little under two thirds |
| Root buf cell | clkbuf_16 |
| DRC Markers | 0 |
| Top-level port count | 99 |
| Post-Syn Area per Cell | between 10 and 15 um2 |
| Worst vdd ir | a little over 0.08 mV |
| Vias per inst | 6.86 |
| Congestion Overflow GR | 0 |
| Drt wl/cell | 44.6 um |
| DP Worst Slack | 10790 ps |
| All-Layer GR Usage | around 36% |
| Iteration-0 DRC Markers | 11700 |
| CTS clk-pin slew, worst paths | around 50 ps |
| Max Cap Violations | 0 |
| Fmax | 0.0552 GHz |
| Largest net degree at the start of global routing | just over 80 |
| Synth Warn # | 1 |
| TNS Setup | 0 ps |
| Die H | 588 um |
| Fp_density | a little over 30% |
| Final Hold Vio Count | 0 |
| Count of library flops with an enable pin | a little over 1000 |
| Max reg flops | between 1000 and 1500 |
| Leakage | roughly 36 nW |
| Seq/Total Area, Yosys | ~30% |
| Worst EP required | about 23000 ps |
| Total number of vias | approximately 93000 |
| Util after Layout | around a third |
| H-Tree Level Count | 4 |
| FP Rows | 214 |
| Placed insts | around 13000 |
| GP Congestion | ~1.1 |
| Share of cells above drive strength 1 | between 30% and 40% |
| Total power | 5.01 mW |
| Minimum clock period | 18120 ps |
| Layout Area Growth over Synthesis | 10.3% |
| Post-DP HPWL | 408000 um |
| Worst hold slack | 5460 ps |
| Critical Path AT | around 12000 ps |
| Final WL | ~600000 um |
| Worst Setup Slack, final | 10480 ps |
| Yosys cell count | 9241 |
| Tool warnings | ~57 |
| CTS resizes | 0 |
| Drt pass-1 iters | 7 |
| Ys flops | between 1000 and 1500 |
| Relative slew slack | ~3.0% |
| Yosys stat area | a little over 0.1 mm2 |
==> worst paths after layout <==
check / startpoint / endpoint / slack [ps] / cells past startpoint
worst min-delay path: Mwdata[31] / DataMem[92][7] / 5460 / 2
worst max-delay path: Memaddr[0] / Mrdata[6] / 10480 / 14
==> cells in the mapped netlist, drive strengths merged, types with 10 or more instances <==
cell type	number	area (um2)
o22ai	41	257
a21o	192	1440
and3	16	100
a311oi	23	201
xor2	10	121
xnor2	14	186
clkbuf	698	2620
edfxtp	1024	30700
o2111ai	69	634
mux2	840	9460
a211oi	217	1630
mux2i	1191	11900
nor3	113	1290
a32oi	35	307
o221ai	36	315
or3	12	75.1
nor2	862	3700
mux4	1089	24500
a31oi	41	257
o211ai	37	278
nor2b	22	138
a22oi	13	97.6
buf	390	2160
and2	15	93.8
nor4	14	87.6
o21ai	406	2040
nand2	992	3730
nand3	185	961
nand4	44	282
a21oi	513	2570
==> worst max-delay path, stage by stage <==
cell and delay [ps]:
buf_8 380, buf_4 570, inv_8 350, ha_4 320, xnor2_4 140, buf_4 490, buf_4 610, buf_4 610
mux4_2 510, mux4_2 490, mux2i_1 900, a211oi_1 200, o311a_1 340, clkdlybuf4s50_1 490
==> report_power, final <==
group	total (mW)	internal, mW	leakage (nW)	switching, mW
sequential	1.73	1.69	9.22	0.0416
clock	1.80	1.02	2.18	0.778
combinational	1.48	0.475	25.0	1.00
total	5.01	3.19	36.4	1.82
==> final cells by class <==
type                       instances  area (um2)  area share [%]
inverter                           9        48.8          0.0430
sequential                      1024       30700            27.1
tap                             4536        5680            5.00
timing repair buffer             546        4390            3.86
antenna                          109         273           0.240
clock buffer                     160        3600            3.17
multi-input combinational       7120       67900            59.8
clock inverter                    87         898           0.791
==> routing by layer <==
layer | vias to the layer above | GRT usage, % | wire [um]
met2 | 9242 | 47.4 | 243000
li1 | 35700 | - | -
met5 | - | 8.47 | 3260
met1 | 45800 | 37.5 | 186000
met3 | 2426 | 28.6 | 116000
met4 | 115 | 25.6 | 56900
==> cell usage in the layout (no fill, tap or decap), drive strengths merged, types with 69 or more instances in the layout <==
master   instances
o21ai          406
a21oi          513
buf            512
nor2           862
o2111ai         69
clkbuf         160
nand3          185
a211oi         217
nor3           113
a21o           192
nand2          992
mux4          1089
mux2           840
mux2i         1191
edfxtp        1024
diode          109
==> cell families (layout without fill, tap and decap cells) <==
kind of cell / count (synthesis) / count (layout) / share of synthesized area [%]
mux: 3120 / 3120 / 44.6
simple gates: 2295 / 2295 / 10.3
compound gates: 1674 / 1674 / 10.2
buf+inv: 1097 / 802 / 4.68
flops: 1024 / 1024 / 29.9
xor+xnor: 24 / 24 / 0.299
fa+ha+maj: 7 / 7 / 0.0851
other cells: 0 / 109 / 0
Power figures rest on the tool's default switching activity, not on a simulated workload.
