[/design/flow/run.sh]
#!/bin/bash
# OpenROAD 26Q1-2900-gdf79404cd8, Yosys 0.63+post, stock flow scripts
make -C /OpenROAD-flow-scripts/flow DESIGN_CONFIG=/design/flow/config.mk WORK_HOME=/design/flow/orfs finish
[/design/flow/config.mk]
export PLATFORM = sky130hd
export DESIGN_NAME = ALU
export DESIGN_NICKNAME = ALU
export VERILOG_FILES = /design/flow/design.v
export SDC_FILE = /design/flow/constraint.sdc
export NUM_CORES = 4
export LEC_CHECK = 1
export CORE_UTILIZATION = 40
[/design/flow/constraint.sdc]
current_design ALU

set clk_period 17.9
set clk_io_pct 0.2

create_clock -name clk0 -period $clk_period

set non_clock_inputs [all_inputs -no_clocks]
set_input_delay [expr $clk_period * $clk_io_pct] -clock clk0 $non_clock_inputs
set_output_delay [expr $clk_period * $clk_io_pct] -clock clk0 [all_outputs]
[/design/flow/design.v]
module ALU(
	input	[31:0]	Src_1,
	input	[31:0]	Src_2,
	input	[4:0]	shamt,
	input	[5:0]	funct,
	output	reg[31:0] ALUResult
);
	always@(Src_1,Src_2,shamt,funct)begin
		case(funct)
			6'b000010:	ALUResult=Src_1>>shamt; 
			6'b001011:	ALUResult=Src_1+Src_2; 
			6'b001101:	ALUResult=Src_1-Src_2; 
			6'b100101:	ALUResult=Src_1|Src_2; 
			default:	ALUResult=0;	
		endcase
	end
endmodule
==> impl_metrics.py <==
# Metrics from the implementation run
metrics = {
    "run_status": {
        "status": "finished clean",
    },
    "grt": {
        "grt_max_degree": 50,
        "track_usage_pct": 32.4,
        "antenna_found_initial": 1,
        "grt_pass1_wl_um": 28300,
        "grt_pass1_vias": 4986,
        "grt.overflow.total": 0,
    },
    "timing": {
        "finalHoldViolCount": 0,
        "tightest_slew_ns": 0.722,
        "max_freq_mhz": 82.8,
        "finalCritPeriodShare_pct": 67.5,
        "period_needed_ns": 12.08,
        "maxSlewViolCount": 0,
        "rsz0062_at_grt": "no",
        "setup_viol": 0,
        "slew_headroom_pct": 51.7,
        "tns_ns": 0,
    },
    "logic_synthesis": {
        "syn-instance-count": 674,
        "synth.area.top_cells": "ha_1 (9.2%), o21ai_0 (8.6%), xor2_1 (7.2%)",
        "yosys_cells": 674,
        "top_area_cell": "ha_1",
        "synth_seq_share_pct": 0,
        "yosysTopAreaCellShare_pct": 9.16,
        "ys_types": 65,
        "synth.cell_area_mm2": 0.00451,
        "syn_avg_cell_area_um2": 6.68,
        "ys_area_mm2": 0.00451,
        "synth_warnings": 1,
    },
    "power": {
        "peakVddDrop_mv": 0.0156,
        "power.density_mw_per_mm2": 28.4,
        "p_leak_nw": 2.29,
        "power.total_uw": 160,
    },
    "setup_path": {
        "cp_max_fo": 6,
        "endpoint_kind": "primary output",
        "slowest_stage": "clkdlybuf4s50_1",
        "cp-start-kind": "primary input",
        "crit_top_cell": "or3_4",
        "cpPeakStageDelay_ns": 0.50,
        "worst_ep_required_time_ns": 14.32,
        "cp_cell_sequence": "clkdlybuf4s50_1, or3_4, or3_4, or3_1, nand2b_4, or3_4, o21ai_1, xor2_1, ha_1, inv_1, o21ai_0, a21oi_1, or3b_2, nor3_1, o31ai_1, xnor2_1, o211ai_1, clkdlybuf4s50_1",
        "path_class": "in -> out",
        "crit_arrival_ns": 8.50,
    },
    "cells_and_area": {
        "stdcell_count": 889,
        "ff_count": 0,
        "drive_gt1_share_pct": 6.41,
        "fillCellCount": 1067,
        "flop_area_um2": 0,
        "fin_area_mm2": 0.00565,
        "finish.utilization_pct": 51.9,
        "clockBufferCount": 0,
        "syn2layout_area_growth_pct": 25.4,
    },
    "drt": {
        "dr.pass1.iters": 5,
        "drc": 0,
        "n_antenna_cell": 0,
        "drt_iter0_drc": 513,
        "finalWirelength_um": 18700,
        "final_antenna_net_count": 0,
        "via_per_inst": 6.33,
        "avgRoutedWirePerCell_um": 21.1,
        "num_vias": 5624,
    },
    "place": {
        "gp_congestion": 1.02,
        "placed_cell_area_mm2": 0.00565,
        "place_inst": 889,
        "io_buffers": 107,
        "dp_hpwl_um": 15300,
    },
    "clock_network": {
        "cts_hold_buffers": 0,
        "cts_resized": 0,
        "postCtsSetupBuffers": 0,
    },
    "die": {
        "die_area_mm2": 0.0117,
        "fp_util_pct": 41.4,
        "boundaryPins": 107,
        "die_y_um": 108,
        "die_x_um": 108,
        "core-area_mm2": 0.0109,
        "row_count": 38,
    },
    "hold_path": {
        "hold_class": "in -> out",
        "hold_depth": 4,
    },
    "flow_run": {
        "cap_viol_max_count": 0,
        "warnings": 33,
    },
}
==> cells in the mapped netlist, types with 3 or more instances <==
master,number
a31oi_1,7
o211ai_1,15
a221oi_1,3
o21a_1,4
or2_2,4
nand3_1,9
mux2_2,13
or3_1,4
nand2b_1,3
o21bai_1,4
inv_1,16
buf_2,5
nor3b_1,3
nand2_1,70
xor2_1,37
o41ai_1,3
nor2b_1,10
nor2_1,62
clkbuf_1,30
mux2i_1,32
a21oi_1,61
ha_1,33
nor4_1,5
o221ai_1,10
o21ai_0,77
o2111ai_1,6
a21o_1,19
buf_1,4
nor3_1,11
nand4_1,9
xnor2_1,17
a211oi_1,17
mux4_2,7
o31ai_1,11
nand3b_1,4
o31a_1,7
or3_4,3
and3_1,5
==> final cells by class <==
class / instances / area (µm²) / share of cell area (%)
inverters: 17 / 63.8 / 1.13
multi-input cells: 618 / 4290 / 76.0
well taps: 140 / 175 / 3.10
repair buffers: 114 / 1120 / 19.8
==> cell families (layout without fill, tap and decap cells) <==
logic type                 after synthesis  in the layout  share of synthesized area (%)
AOI/OAI and AO/OA                      262            262                           37.7
and+or+nand+nor                        216            216                           23.5
buffers and inverters                   56            131                           4.80
xor gates and xnor gates                54             54                           10.5
adders and majority gates               34             34                           9.61
muxes                                   52             52                           13.9
==> final timing paths <==
path  slack [ns]            end     start
max         5.82  ALUResult[30]  Src_2[7]
min         8.30   ALUResult[6]  Src_2[6]
==> power breakdown <==
part	internal [mW]	total, mW	leakage (nW)	switching [mW]
registers	0	0	0	0
logic	0.0684	0.160	2.29	0.0919
clock network	0	0	0	0
total	0.0684	0.160	2.29	0.0919
==> cells in the final DEF (no fill, tap or decap), types with 6 or more instances in the layout <==
cell,n
nor2b_1,10
o221ai_1,10
o2111ai_1,6
buf_4,7
nor3_1,11
nand4_1,9
nor2_1,62
a21o_1,19
o211ai_1,15
a211oi_1,17
xnor2_1,17
nand3_1,9
a21oi_1,61
clkdlybuf4s50_1,106
ha_1,33
o21ai_0,77
mux4_2,7
xor2_1,37
o31a_1,7
a31oi_1,7
mux2i_1,32
nand2_1,70
o31ai_1,11
mux2_2,13
inv_1,16
==> through the flow <==
step | hold slack [ns] | setup slack (ns)
final | 8.30 | 5.82
after global routing | 8.37 | 5.43
after CTS | 8.30 | 5.83
after detailed placement | 8.30 | 5.85
after global placement | 8.30 | 5.92
after floorplan | 7.25 | 7.28
==> critical path, delay by kind of cell <==
| family | cells | cell delay, ns |
|---|---|---|
| AND-OR/OR-AND | 5 | 0.84 |
| XOR/XNOR | 2 | 0.31 |
| adder cells (fa/ha/maj) | 1 | 0.30 |
| buffers and inverters | 3 | 1.15 |
| AND/OR/NAND/NOR | 7 | 2.32 |
==> metal layers <==
layer	vias to the layer above	global-route usage (%)	wire, µm
met1	2644	51.5	8780
met2	247	47.8	7960
met3	12	4.97	1860
li1	2719	-	-
met5	-	0	13
met4	2	1.66	119
Power and IR drop assume default switching activity.
